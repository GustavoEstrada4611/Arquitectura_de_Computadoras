==> flow/design.v <==
`timescale 1ns/1ns
module ram_syn (direccion, dato_s, Dato_E, EN, clk);
	input [7:0] direccion;
	input [7:0] Dato_E;
	input EN;
	input clk;
	output reg [7:0] dato_s;
reg [7:0] RAM [0:10]; 
initial
	begin
		RAM [0] =8'd90;
		RAM [1] =8'd80;
		RAM [2] =8'd70;
		RAM [3] =8'd60;
		RAM [4] =8'd50;
		RAM [5] =8'd40;
		RAM [6] =8'd30;
		RAM [7] =8'd20;
		RAM [8] =8'd10;
		RAM [9] =8'd100;
		RAM [10] =8'd101;
	end 
always @(posedge clk)
begin
    if (EN)
    begin
        RAM[direccion] = Dato_E;
    end
    dato_s = RAM[direccion];
end
endmodule
==> flow/run.sh <==
#!/bin/bash
# OpenROAD 26Q1-2900-gdf79404cd8, Yosys 0.63+post, stock flow scripts
make -C /OpenROAD-flow-scripts/flow DESIGN_CONFIG=/design/flow/config.mk WORK_HOME=/design/flow/orfs finish
==> flow/config.mk <==
export PLATFORM = sky130hd
export DESIGN_NAME = ram_syn
export DESIGN_NICKNAME = ram_syn
export VERILOG_FILES = /design/flow/design.v
export SDC_FILE = /design/flow/constraint.sdc
export NUM_CORES = 4
export LEC_CHECK = 1
export CORE_UTILIZATION = 50
==> flow/constraint.sdc <==
current_design ram_syn

set clk_period 5.8
set clk_io_pct 0.2

create_clock -name clk0 -period $clk_period [get_ports {clk}]

set non_clock_inputs [all_inputs -no_clocks]
set_input_delay [expr $clk_period * $clk_io_pct] -clock clk0 $non_clock_inputs
set_output_delay [expr $clk_period * $clk_io_pct] -clock clk0 [all_outputs]
==> notes.md <==
## Power
- 24.2% — clock share of power
- 156.2 uV — Peak VDD IR
- 0.001848 uW — leakage power total
- 328.5 mW/mm^2 — total power per unit cell area
- 412.5 uW — switching power
- 56.7% — sequential share of power
- 19.1% — combinational cell fraction of total power
- 1143 uW — Internal Dissipation
- 26.52% — switching power as a share of total power

## CTS
- 0.09 ns — clock transition time at the flip-flop clock pins of the worst setup and hold paths
- 0 — total of cells resized after clock tree synthesis
- 0.36 ns — clock latency on the worst-skew pair
- 0 — cts-stage hold buffer count
- 3 — Clock H-tree levels
- 0 — buffers inserted during post-CTS setup optimization
- 2 — deepest clock path buffer count
- 96 — clock sink total
- clkbuf_8 — clock root buffer
- 9 — TritonCTS Buffers
- done — clock tree from TritonCTS

## Setup path
- input pin — startpoint type of the worst setup path
- dato_s[0] — endpoint of the most critical register-to-register path
- clkdlybuf4s50_1 — cell with the largest stage delay on the worst path
- 3.95 ns — Critical Path AT
- RAM[7][0] — reg2reg start
- clkdlybuf4s50_1 > buf_4 > nor2_1 > nand3_2 > mux2_2 > nand2b_1 > o31a_1 — cells along the critical path
- 17 — Max FO, Critical Path
- 6.05 ns — crit path DRT
- input pin to flip-flop — critical path start-end classification
- 4.32 ns — r2r setup slk
- 0.78 ns — Crit path largest cell delay
- 4 — FF-to-FF path depth
- flip-flop — Setup crit end kind

## Synth
- 0.004305 sq mm — post-synthesis chip area from yosys
- dfxtp_1 — cell type with the highest aggregate area in the netlist
- 44.64% — portion of the post-synthesis area used by sequential elements
- 44.64% — Yosys top cell area share
- dfxtp_1 — most instantiated flip-flop cell in the synthesis netlist
- dfxtp_1 45%, mux2_2 22%, mux2i_1 2.6% — largest cells by area after synthesis
- 96 — synthesized flop and latch total
- dfxtp_1 — dominant cell by count in the synthesized netlist
- 0.004305 sq mm — cell area after synthesis
- 0% — Post-synth ARST share
- 10.68 sq um — Syn Area/Cell
- 2 — total of warnings raised by yosys
- 0 — count of flip-flops with a built-in enable after synthesis
- 57 — Unique cell types
- 403 — instance count of the mapped netlist
- 96 x dfxtp_1, 85 x mux2_2, 23 x nand2_1 — most used standard cells in the synthesized netlist
- 403 — cell total in the yosys stat output

## Route
- 11010 um — wire length reported by the detailed router
- 0 — Antenna Nets Post-Route
- 0 — diodes inserted
- 3175 — via count of the routed design
- 5 — First-pass DRT Iterations
- 6.059 — Vias/cell
- 133 — number of DRC markers in iteration 0
- 21.02 um — average wire per cell in the routed design
- 0 — remaining routing DRC violations

## Floorplanning
- 0.008986 sq mm — area of the die
- 52.14% — fp util
- 33 — Std-Cell Rows
- 0.008258 sq mm — area inside the core boundary
- 94.80 um — die width
- 94.80 um — Die Height
- 26 — Boundary Pins

## Timing
- 3.698 ns — time the final worst path needs with I/O delays and setup
- 0.01118 ns — setup clock skew after layout
- 63.76% — period utilization
- 0 — max-slew violation total from the final report
- false — RSZ-0062 raised after global routing
- 2.102 ns — final worst-path setup slack
- 0 — final hold violation count
- 0.4688 ns — post-route worst hold slack
- 0 ns — Total Neg Setup Slack
- 39.04% — slew margin rel.
- 0.9126 ns — measured slew at the worst slew-check pin
- 270.4 MHz — maximum achievable frequency
- 0 — Final setup viols

## Placement
- 21 — number of I/O port buffers
- 1.778 ns — worst slack, placed
- 7169 um — Detail Placement HPWL
- 0.8859 — global placement routability congestion

## Flow run
- 29 — Log Warnings
- 0 — Max-cap violations

## Finish
- 29.36% — share of cells above drive strength 1
- 747 — fillcell total
- 57.35% — final standard cell utilization of the core
- 9.997% — synthesis-to-finish area growth

## Global route
- 26.94% — overall global routing resource usage
- 2879 — via count of the first global-routing pass
- 22 — pin count of the biggest net entering global routing
- 0 — initial antenna violation count
- 17120 um — first-pass GRT wire length
- 0 — final global-route overflow total

## Run status
- complete, no violations — status

## Min path
- flip-flop to flip-flop — path class of the lowest-slack min-delay path
- RAM[0][1] — worst hold endpoint
- 2 — Min-Delay Path Depth
- RAM[0][1] — startpoint of the tightest hold check path

-- registers in the layout, indices dropped and copies added, names as in the netlist --
signal and count:
RAM 88, dato_s 8
-- layer usage --
metal	track usage [%]	up-vias	wire, um	share of wire [%]
met2	38.19	107	4726	43
met5	0	-	0	0
met4	3.535	0	173	1.6
li1	-	1518	-	-
met1	44.64	1534	5349	49
met3	5.637	16	765	6.9
-- cell type report --
| class | count | area [sq um] | area share (%) |
|---|---|---|---|
| multi-input cells | 269 | 2211 | 46.68 |
| flip-flops and latches | 96 | 1922 | 40.58 |
| repair buffers | 29 | 270.3 | 5.707 |
| well taps | 105 | 131.4 | 2.774 |
| clock buffers | 9 | 123.9 | 2.616 |
| inverters | 11 | 41.29 | 0.8719 |
| clock inverters | 5 | 36.28 | 0.7662 |
-- cells by family (layout without fill, tap and decap cells) --
kind of cell / count (synthesis) / after routing / share of synthesized area (%)
mux: 98 / 98 / 25.40
flops: 96 / 96 / 44.64
simple gates: 91 / 91 / 12.24
compound gates: 79 / 79 / 13.51
buf+inv: 38 / 54 / 4.011
xor+xnor: 1 / 1 / 0.2035
-- worst max path at each step --
stage / from / endpoint / slack, ns
CTS: direccion[0] / dato_s[2] / 2.17
global route: direccion[0] / dato_s[2] / 1.94
finish: direccion[0] / dato_s[2] / 2.10
-- placed cells by master (no fill, tap or decap), types with 7 or more instances in the layout --
cell             netlist  layout
mux2_2                85      85
clkbuf_8               0       9
a22o_1                 7       7
o21ai_0               10      10
nand2_1               23      23
nand3_1               14      14
a21oi_1               12      12
a31oi_1                8       8
dfxtp_1               96      96
inv_1                 11      11
nor2_1                 8       8
mux2i_1               11      11
buf_4                  5       8
clkdlybuf4s50_1        0      21
-- worst max-delay path, delay by kind of cell --
kind	cells	cell delay (ns)
buf+inv	2	1.19
mux	1	0.41
simple gates	3	1.03
compound gates	1	0.12
-- per-stage QoR --
stage | total power, uW | instances | area, sq um
detailed placement | 1193 | 510 | 4576
CTS | 1568 | 524 | 4736
floorplan | 1104 | 403 | 4305
global placement | 1183 | 510 | 4576
finish | 1556 | 524 | 4736
global route | 1645 | 524 | 4736
-- power groups by stage --
stage         Combinational [uW]  Sequential, uW  Clock (uW)
CTS                          296             883         389
global route                 327             901         417
finish                       297             882         377
No activity file was given, so power comes from the tool's default toggle rates.
