[/design/flow/design.v]
`timescale 1ns/1ns
module alu_extendida (
	input  [31:0] A,
	input  [31:0] B,
	input  [3:0] sel,
	output reg [31:0] C
);
always @*
	begin
		case(sel)
			4'b0000: C = A + B;
			4'b0001: C = A - B;
			4'b0010: C = A & B;
			4'b0011: C = A | B;
			4'b0100: C = A ^ B;
			4'b0101: C = (A < B);
			4'b0110: C = (A > B);
			4'b0111: C = A << B;    
			4'b1000: C = A >> B;    
			default: C = 32'b0;
		endcase
	end
endmodule
[/design/flow/run.sh]
#!/bin/bash
# OpenROAD 26Q1-2900-gdf79404cd8, Yosys 0.63+post, stock flow scripts
make -C /OpenROAD-flow-scripts/flow DESIGN_CONFIG=/design/flow/config.mk WORK_HOME=/design/flow/orfs finish
[/design/flow/config.mk]
export PLATFORM = sky130hd
export DESIGN_NAME = alu_extendida
export DESIGN_NICKNAME = alu_extendida
export VERILOG_FILES = /design/flow/design.v
export SDC_FILE = /design/flow/constraint.sdc
export NUM_CORES = 4
export LEC_CHECK = 1
export CORE_UTILIZATION = 50
[/design/flow/constraint.sdc]
current_design alu_extendida

set clk_period 17.5
set clk_io_pct 0.2

create_clock -name clk0 -period $clk_period

set non_clock_inputs [all_inputs -no_clocks]
set_input_delay [expr $clk_period * $clk_io_pct] -clock clk0 $non_clock_inputs
set_output_delay [expr $clk_period * $clk_io_pct] -clock clk0 [all_outputs]
==> flow_metrics.py <==
# Physical implementation metrics
metrics = {
    "synth": {
        "yosysWarnings": 1,
        "top_cell": "nand2_1",
        "yosysTopAreaCellShare_pct": 13.80,
        "ys_cells": 1272,
        "synth_area_per_cell_sq_um": 6.843,
        "synth_cells": 1272,
        "syn-cell-area_sq_um": 8705,
        "top_cells_by_area": "ha_1, mux2i_1, mux4_2, nand2_1, o21ai_0",
        "seq_area_frac_synth_pct": 0,
        "ys_types": 86,
        "synth_chip_area_sq_um": 8705,
        "largest_area_cell": "ha_1",
        "common_cells": "nand2_1, nor2_1, ha_1",
    },
    "route": {
        "via_per_inst": 6.883,
        "routed_wl_mm": 37.03,
        "vias": 10407,
        "antennaDiodeCount": 0,
        "ant_nets": 0,
        "firstDrtPassIters": 6,
        "drcViolationCount": 0,
        "drt-initial-drc-count": 1322,
        "wire_per_inst_um": 24.49,
    },
    "clocking": {
        "post_cts_buffers": 0,
        "cts_resized": 0,
        "hold_buffers": 0,
    },
    "pwr": {
        "power_per_cell_area_nw_per_um2": 28.60,
        "p_leak_nw": 3.979,
        "vdd_drop_max_mv": 0.03390,
    },
    "floorplan": {
        "die_w_um": 133.9,
        "chipArea_sq_um": 17940,
        "fp-utilization_pct": 51.76,
        "pin_count": 100,
        "dieHeight_um": 133.9,
        "core_area_sq_um": 16820,
        "row_count": 47,
    },
    "grt": {
        "grt_max_degree": 73,
        "grt_pass1_wl_mm": 56.15,
        "track_usage_pct": 41.64,
        "antenna_found_initial": 1,
        "gr-total-overflow": 0,
        "grt_pass1_vias": 9315,
    },
    "sta": {
        "period_minus_slack_ns": 12.06,
        "maxSlewViolCount": 0,
        "final.period_utilization_pct": 68.91,
        "tightest_slew_ns": 0.8186,
        "tns_ns": 0,
        "clock.fmax_mhz": 82.93,
        "hold_violations": 0,
        "setup_violations": 0,
        "rsz0062_at_grt": "false",
        "slew_headroom_pct": 45.43,
    },
    "finish": {
        "drive_above_1_share_pct": 7.972,
        "final_area_sq_um": 9671,
        "flop-count": 0,
        "syn_to_final_growth_pct": 11.10,
        "nClkBuffers": 0,
        "flop_area_sq_um": 0,
    },
    "setup_path": {
        "worstPathRequired_ns": 14.00,
        "cp.arrival_ns": 8.56,
        "crit_path_end_kind": "output port",
        "cp_max_fo": 50,
        "path_class": "in2out",
        "start_kind": "input pin",
    },
    "placement": {
        "portBuffers": 100,
        "place_congestion": 1.059,
        "placed_area_sq_um": 9671,
        "dp_hpwl_mm": 28.52,
    },
    "min_path": {
        "whs_endpoint": "C[1]",
        "min_from": "B[0]",
        "hold_path_depth": 5,
        "hold_path_class": "in2out",
    },
    "run": {
        "max_cap_violations": 0,
        "tool_warnings": 97,
    },
    "run_status": {
        "status": "finished, final reports clean",
    },
}
## report_power, final
part	switching [W]	total (W)	internal (W)
sequential	0	0	0
combinational	0.000164	0.000277	0.000113
clock	0	0	0
total	0.000164	0.000277	0.000113
## placed cells by master (no fill, tap or decap), drive strengths merged, types with 7 or more instances in the layout
cell           Yosys  routed
a2111oi           11      11
a211o              8       8
a211oi            23      23
a21o              13      13
a21oi             93      93
a221o              7       7
a221oi            26      26
a22oi             14      14
a31oi             13      13
and3               9       9
buf               41      27
clkdlybuf4s50      0      96
ha                96      96
inv               88      88
mux2              29      29
mux2i             72      72
mux4              24      24
nand2            129     129
nand2b            15      15
nand3             16      16
nor2             124     124
nor2b             11      11
nor3              32      32
nor4              18      18
o211ai            25      25
o21a               9       9
o21ai             97      97
o21bai            19      19
o221ai            11      11
o31ai             16      16
or3                8       8
xnor2             14      14
## cell families after synthesis
family	after synthesis	synth area share [%]
muxes	125	18.28
and+or+nand+nor	396	21.13
buffers and inverters	194	9.487
AOI/OAI and AO/OA	442	35.13
adders and majority gates	98	14.26
xor gates and xnor gates	17	1.711
## cell type report
cell class / count / area, sq um
multi-input cells: 1078 / 7898
repair buffers: 123 / 1156
well taps: 220 / 275.3
inverters: 91 / 341.6
fillers: 1625 / 7148
## worst max path at each step
stage | start | to | slack, ns | cells past startpoint
after CTS | B[4] | C[30] | 5.59 | 14
final | B[4] | C[30] | 5.44 | 14
after global routing | B[4] | C[30] | 5.26 | 14
## stage by stage
step | setup slack [ns] | hold slack, ns | cells | power, W | utilization (%)
floorplan | 7.448 | 7.201 | 1272 | 0.0001750 | -
global placement | 5.706 | 8.287 | 1512 | 0.0002694 | 57.50
detailed placement | 5.592 | 8.288 | 1512 | 0.0002683 | 57.50
CTS | 5.590 | 8.293 | 1512 | 0.0002701 | 57.50
global route | 5.259 | 8.364 | 1512 | 0.0002972 | 57.50
finish | 5.441 | 8.289 | 1512 | 0.0002766 | 57.50
## per-layer routing
layer / up-vias / track usage (%) / share of wire, %
met4: 0 / 13.07 / 4.3
met5: - / 0 / 0
met1: 4897 / 62.62 / 43
met2: 617 / 61.23 / 43
met3: 90 / 6.134 / 10
li1: 4803 / - / -
## worst max-delay path, stage by stage
cell             delay, ns
clkdlybuf4s50_1       0.45
buf_4                 0.43
clkinv_1              0.62
ha_1                  0.66
nor2_1                0.13
a211oi_1              0.48
o31ai_1               0.17
o211ai_1              0.30
o221ai_1              0.28
a211oi_1              0.52
o21ai_1               0.19
xor2_1                0.17
o211ai_1              0.16
clkdlybuf4s50_1       0.49
Power and IR drop assume default switching activity.
