**flow/run.sh**
```bash
#!/bin/bash
# OpenROAD 26Q1-2900-gdf79404cd8, Yosys 0.63+post, stock flow scripts
make -C /OpenROAD-flow-scripts/flow DESIGN_CONFIG=/design/flow/config.mk WORK_HOME=/design/flow/orfs finish
```
**flow/config.mk**
```make
export PLATFORM = sky130hd
export DESIGN_NAME = rom
export DESIGN_NICKNAME = rom
export VERILOG_FILES = /design/flow/design.v
export SDC_FILE = /design/flow/constraint.sdc
export NUM_CORES = 4
export LEC_CHECK = 1
export CORE_AREA = 10 10 70 70
export DIE_AREA = 0 0 80 80
```
**flow/constraint.sdc**
```tcl
current_design rom

set clk_period 1.0
set clk_io_pct 0.2

create_clock -name clk0 -period $clk_period

set non_clock_inputs [all_inputs -no_clocks]
set_input_delay [expr $clk_period * $clk_io_pct] -clock clk0 $non_clock_inputs
set_output_delay [expr $clk_period * $clk_io_pct] -clock clk0 [all_outputs]
```
**flow/design.v**
```verilog
`timescale 1ns/1ns
module rom (direccion, dato_s);
	input [7:0] direccion;
	output reg [7:0] dato_s;
reg [7:0] ROM [0:10]; 
initial
	begin
		ROM [0] =8'd90;
		ROM [1] =8'd80;
		ROM [2] =8'd70;
		ROM [3] =8'd60;
		ROM [4] =8'd50;
		ROM [5] =8'd40;
		ROM [6] =8'd30;
		ROM [7] =8'd20;
		ROM [8] =8'd10;
		ROM [9] =8'd100;
		ROM [10] =8'd101;
	end 
always @*
begin
	dato_s = ROM[direccion];
end
endmodule
```
==> changes_impl.md <==
### Changed

* Hold-fix buffers, CTS at 0
* CP required at 0.80 ns
* Via density at 2.59
* Fill cells at 381
* Violated checks: setup timing
* Crit end category: output port
* CP arrival at 1.03 ns
* Synth area leaders: ha_1, nor2b_1, inv_1, o31a_1, xor2_1
* CP Depth at 6
* Status: complete, but fails checks
* Seq cells at 0
* Yosys cell types at 16
* # diodes at 0
* Util after Layout at 13.4%
* Worst setup margin at -0.229 ns
* Mapped Area at 189 sq um
* Switching power share of the total at 40.0%
* Drt total wl at 569 um
* Layout area overhead at 143%
* Routability cong. at 0.669
* Pre-Place Util at 5.53%
* Hpwl dp at 466 um
* Slowest-stage cell, CP: a211oi_1
* Synth Seq Share at 0%
* Yosys top cell by area: ha_1
* Final count of negative-setup-slack endpoints at 6
* Sw Pwr at 0.0593 mW
* Crit-path cells: buf_8, buf_6, ha_2, nor2b_1, a211oi_1, buf_2
* Count of pins over their slew limit at 0
* Startpoint Class: input port
* Die Wd at 80 um
* First DRT Iteration DRCs at 0
* Max cap viols at 0
* Crit. Startpoint: direccion[1]
* Comb. cell area at 236 sq um
* Leak at 0.194 nW
* Post-Layout Cell Count at 87
* Vias in the first global route at 208
* Max VDD drop at 0.0450 mV
* Routed Antenna Nets at 0
* Chip Height at 80 um
* Residual DRC at 0
* Buf/Inv on CP at 3
* Critical path's top delay family: buffers and inverters
* Total iterations of the first detailed-routing run at 1
* Die area at 6400 sq um
* Tool warnings at 43
* Buffers on Ports at 11
* FMAX at 814 MHz
* Clock Power Share at 0%
* Largest net degree at the start of global routing at 10
* Cell count after placement at 85
* Area share, top type at 39.7%
* Ys cells at 26
* Crit path kind: input port to output port
* Hold crit path type: input port to output port
* Syn Inst Count at 26
* Internal power at 0.0889 mW
* Reg area at 0 sq um
* DR vias at 225
* Synth top cell by count: ha_1
* Post-layout period usage of the worst path at 123%
* Hold Violations, Final at 0
* Setup crit end: dato_s[4]
* Unrepaired setup endpoints after global routing: true
* Fraction of layout cells with a size suffix above 1 at 58.5%
* Crit-path max cell delay at 0.20 ns
* Synthesized area per cell at 7.27 sq um
* Core ar. at 3420 sq um
* # clk buffers at 0
* Post-synth top cells: ha_1, inv_1, nor2b_1, nand2_1
* Cell Rows at 21
* Worst-path fanout max at 4
* GRT Total Usage at 1.48%
* TNS Setup at -1.00 ns
* Num ports at 16
* Global-route wire length before repair at 828 um
* Global route overflow at 0
* WL per Instance at 6.54 um
* Yosys chip area at 189 sq um
* Seq pwr share at 0%
* Initial antenna violation count at 0
* Comb pwr share at 100.0%
* Minimum clock period at 1.23 ns
* Synthesis Warnings at 1
* P per Cell Area at 323 nW/um^2
-- cell families (layout without fill, tap and decap cells) --
kind of cell / after synthesis / in the layout / share of synthesized area (%)
xor+xnor: 1 / 1 / 4.64
compound gates: 6 / 6 / 21.9
fa+ha+maj: 6 / 6 / 39.7
buf+inv: 5 / 20 / 12.6
simple gates: 7 / 7 / 19.2
other cells: 1 / 1 / 1.98
-- timing repair --
item,CTS,global route
gates resized,38,21
buffers inserted,1,1
gates cloned,0,0
pin swaps,3,6
endpoints found under the setup margin,7,7
-- layout make-up --
cell class / instances / share of cell area (%)
repair buffers: 17 / 31.9
inverters: 3 / 4.09
multi-input cells: 21 / 51.5
well taps: 46 / 12.5
-- how the worst min path moves through the flow --
| stage | slack, ns | from | to | cells past startpoint |
|---|---|---|---|---|
| 4_1_cts | 0.73 | direccion[3] | dato_s[4] | 3 |
| 6_report | 0.72 | direccion[3] | dato_s[6] | 3 |
| 5_1_grt | 0.75 | direccion[3] | dato_s[6] | 3 |
-- layer usage --
metal	track usage, %	vias to the layer above	wire, um
met5	0	-	0
met4	0	0	0
met3	0.568	0	82
met2	3.05	8	298
met1	1.38	104	188
li1	-	113	-
-- layout by cell type, fill, tap and decap left out --
master | Yosys | routed
buf_6 | 0 | 3
a211oi_1 | 1 | 1
buf_2 | 1 | 4
a21o_1 | 1 | 1
inv_4 | 0 | 1
dlygate4sd2_1 | 0 | 2
o21ai_1 | 1 | 2
o31a_1 | 1 | 1
clkdlybuf4s15_1 | 0 | 1
buf_4 | 1 | 4
o31ai_4 | 0 | 1
ha_1 | 6 | 1
inv_1 | 3 | 1
buf_8 | 0 | 2
nand2_1 | 2 | 2
inv_6 | 0 | 1
xor2_1 | 1 | 1
nor2_1 | 1 | 1
nor2b_1 | 3 | 2
nor2b_4 | 0 | 1
nand2b_4 | 0 | 1
ha_2 | 0 | 2
clkbuf_2 | 0 | 1
ha_4 | 0 | 3
conb_1 | 1 | 1
-- per-stage QoR --
step                worst slack (ns)  power, mW  cell area [sq um]  hold slack [ns]
global route                  -0.296      0.166                459            0.751
floorplan                     0.0430     0.0421                189            0.426
detailed placement             -1.01      0.124                374             1.46
finish                        -0.229      0.148                459            0.725
CTS                           -0.260      0.119                394            0.730
global placement               -1.00      0.123                374             1.44
-- power by group through the flow --
stage | Clock [mW] | Combinational [mW] | Sequential, mW
after CTS | 0 | 0.119 | 0
after global routing | 0 | 0.166 | 0
final | 0 | 0.148 | 0
Power figures rest on the tool's default switching activity, not on a simulated workload.
